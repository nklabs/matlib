## ./run.sh

```bash
#!/bin/bash
# OpenROAD 26Q1-2900-gdf79404cd8, Yosys 0.63+post, stock flow scripts
make -C /OpenROAD-flow-scripts/flow DESIGN_CONFIG=/design/flow/config.mk WORK_HOME=/design/flow/orfs finish
```

## ./config.mk

```make
export PLATFORM = sky130hd
export DESIGN_NAME = piperam
export DESIGN_NICKNAME = piperam
export VERILOG_FILES = /design/flow/design.v
export SDC_FILE = /design/flow/constraint.sdc
export NUM_CORES = 4
export LEC_CHECK = 1
export CORE_AREA = 10 10 81 81
export DIE_AREA = 0 0 91 91
```

## ./constraint.sdc

```tcl
current_design piperam

set clk_period 1.5
set clk_io_pct 0.2

create_clock -name clk0 -period $clk_period [get_ports {clk}]

set non_clock_inputs [all_inputs -no_clocks]
set_input_delay [expr $clk_period * $clk_io_pct] -clock clk0 $non_clock_inputs
set_output_delay [expr $clk_period * $clk_io_pct] -clock clk0 [all_outputs]
```

## ./design.v

```verilog
interface fixedp
#(
  parameter WIDTH=16,  
  parameter SCALE=10  
) (
  input clk,
  input reset
);
parameter LEFT = WIDTH-SCALE;  
parameter ZERO = { WIDTH { 1'd0 } };
parameter ONE = { { (LEFT - 2) { 1'd0 } }, 2'd1, { SCALE { 1'd0 } } };
parameter TWO = { { (LEFT - 2) { 1'd0 } }, 2'd2, { SCALE { 1'd0 } } };
parameter THREE = { { (LEFT - 2) { 1'd0 } }, 2'd3, { SCALE { 1'd0 } } };
parameter ONE_HALF = { { LEFT { 1'd0 } }, 1'd1, { (SCALE - 1) { 1'd0 } } };
parameter ONE_THIRD = { { LEFT { 1'd0 } }, { (SCALE / 2) { 2'b01 } } };
parameter TWO_THIRDS = { { LEFT { 1'd0 } }, { (SCALE / 2) { 2'b10 } } };
parameter MUL_LAT = 4;  
parameter DIV_LAT = (WIDTH + SCALE);
parameter SQRT_LAT = WIDTH - (LEFT / 2);
parameter INV_LAT = DIV_LAT;
parameter MATMUL_LAT = MUL_LAT + 1;
parameter CROSSP_LAT = MUL_LAT + 1;
parameter SUMSQR_LAT = MUL_LAT + 1;
parameter ROOTSQR_LAT = SQRT_LAT + SUMSQR_LAT;
parameter VECNORM_LAT = ROOTSQR_LAT;
endinterface
module piperam
 #(
  parameter DELAY = 1,
  parameter WIDTH = 16
) (
  input clk,
  input reset,
  input [WIDTH-1:0] i,
  output logic [WIDTH-1:0] o
  );
parameter ADDRWIDTH = $clog2(DELAY);
logic [ADDRWIDTH-1:0] wr_addr;
logic [ADDRWIDTH-1:0] rd_addr;
logic wr_valid;
ram_blk_dp #(.DATAWIDTH(WIDTH), .ADDRWIDTH(ADDRWIDTH)) pipe_ram  
  (
  .clk (clk),
  .wr_data (i),
  .wr_addr (wr_addr),
  .we (wr_valid),
  .rd_addr (rd_addr),
  .rd_data (o)
  );
always @(posedge clk)
  if (reset)
    begin
      wr_addr <= ADDRWIDTH'(DELAY) - 1;
      wr_valid <= 0;
      rd_addr <= 0;
    end
  else
    begin
      wr_addr <= wr_addr + 1'd1;
      rd_addr <= rd_addr + 1'd1;
      wr_valid <= 1;
    end
endmodule
module ram_blk_dp #(parameter DATAWIDTH = 8, ADDRWIDTH = 9)
  (
  input clk,
  input [DATAWIDTH-1:0] wr_data,
  input [ADDRWIDTH-1:0] wr_addr,
  input we,
  output reg [DATAWIDTH-1:0] rd_data,
  input [ADDRWIDTH-1:0] rd_addr
  );
reg [DATAWIDTH-1:0] blk_ram[((1 << ADDRWIDTH) - 1) : 0];
always @(posedge clk)
  begin
    if (we)
      blk_ram[wr_addr] <= wr_data;
    rd_data <= blk_ram[rd_addr];
  end
endmodule
```

==> run notes <==
run metrics: routed len/inst 9.95 µm, leak pwr 0.494 nW, Final Cycle Share 89.9%, CTS max path bufs 2, Latency at later pin 0.27 ns, Rel. slew slack 87.0%, Via Count 401, yosys warns 2, Bufs and invs on worst path 1, worst slew pin tran 0.196 ns, Syn-to-layout area delta 63.4%, CTS root buf clkbuf_8, biggest area cells edfxtp_1 (58%), dfxtp_1 (41%), inv_1 (0.46%), P per Cell Area 1320 mW/mm², die height 91 µm, total die size 0.00828 mm², final setup fails 0, CTS Buf Count 5, Area leader share 58.3%, drc violations 0, Critical Path Max Stage Delay 0.47 ns, CP arrival 1.05 ns, Max FO, Critical Path 1, Hold Crit Class reg2reg, instance count on the critical path 1, Yosys chip area 825 µm², worst reg2reg path depth 1, I/O Buffers 33, Die W 91 µm, share of layout cells above drive strength 1 11.8%, Tool Warnings 25, FF-to-FF setup slack 0.67 ns, distinct lib cells 3, FF-to-FF Start wr_valid, final cell count without fillers 143, Fin. Hold Viols 0, n_diodes 0, Tot GR Track Use 3.39%, mapped cell area 825 µm², crit end category primary output, # IOs 34, FF/Latch Area 821 µm², drt pass-1 iters 2, grt ovf 0, Final Power 1.78 mW, CP Launch Type flop, Pre-Place Util 17.1%, GP Congestion 0.732, DRT iter0 DRCs 4, CP max stage cell clkdlybuf4s50_1, worst path cell trace clkdlybuf4s50_1, core area 0.00482 mm², wirelength, routed 1.42 mm, post-CTS sizing 0, Top Family by Delay on Critical Path buffers and inverters, Final Skew 0.00190 ns, vias in the first global route 446, Synth Area per Inst 24.3 µm², Logic area 0 µm², via density per instance 2.80, Sink Count 33, Min Hold Slack 0.340 ns, Max IR drop VDD 471 µV, crit path to o[9], setup TNS 0 ns, Final ANT Viol Nets 0, initial antenna violation count 0, Worst-path clk slew 0.06 ns, CTS tree yes, CP required 1.20 ns, Synth Seq Share 99.5%, # Max-Cap Violations 0, Reg2Reg Capture Point pipe_ram.blk_ram[0][10], first-pass GRT wire length 2.10 mm, H-Tree Depth 2, fillcell total 512, critical path launch point pipe_ram.rd_data[9], comb_multi_in 0, total setup buffers inserted after CTS 0, Synth Instances 34, critical path class reg2out, area leader, netlist edfxtp_1, Placed Cells 135, outcome completed, Synth Register Bits 33, # rows 25, Final Max Tran Viols 0, largest net degree at the start of global routing 17, hold buffers post-CTS 0, fmax 741 MHz, RSZ-0062 raised after global routing no, crit path time final 1.35 ns, yosys cell count 34
==> state kept, by name (all words and copies together) (netlist names) <==
signal,cells
wr_valid,1
pipe_ram.blk_ram,16
pipe_ram.rd_data,16
==> power by group <==
group | internal [mW] | switching [mW] | total (mW)
Clock | 0.414 | 0.273 | 0.687
Sequential | 0.996 | 0.00957 | 1.01
Combinational | 0.0752 | 0.0174 | 0.0926
==> cell usage in the layout, fill, tap and decap left out, drive strengths merged <==
cell type,n
edfxtp,16
inv,1
clkdlybuf4s50,33
clkinv,1
dfxtp,17
clkbuf,7
buf,1
==> metal layers <==
| layer | global-route usage (%) | share of wire (%) |
|---|---|---|
| met1 | 2.37 | 27 |
| met2 | 6.26 | 54 |
| met3 | 2.99 | 18 |
| met4 | 0.914 | 1.6 |
| met5 | 0 | 0 |
==> cell families after synthesis <==
logic type             synth area share, %
flip-flops                            99.5
buffers and inverters                0.455
==> cell usage after synthesis <==
cell type / instances
dfxtp_1: 17
edfxtp_1: 16
inv_1: 1
==> area by class of cell <==
type	count	area share, %
Clock buffer	7	7.15
Timing Repair Buffer	34	25.1
Inverter	1	0.279
Sequential cell	33	60.9
Tap cell	67	6.22
Clock inverter	1	0.371
==> through the flow <==
| stage | util, % | cell area, µm² | setup slack, ns |
|---|---|---|---|
| final | 28.0 | 1350 | 0.151 |
| after global routing | 28.0 | 1350 | 0.0864 |
| after CTS | 28.0 | 1350 | 0.121 |
| after detailed placement | 25.9 | 1250 | 0.424 |
| after global placement | 25.9 | 1250 | 0.430 |
| after floorplan | - | 825 | 0.511 |
==> worst min path at each step <==
stage | from | end | depth (start not counted)
5_1_grt | pipe_ram.blk_ram[0][1] | pipe_ram.rd_data[1] | 0
4_1_cts | pipe_ram.blk_ram[0][9] | pipe_ram.rd_data[9] | 0
6_report | pipe_ram.blk_ram[0][9] | pipe_ram.rd_data[9] | 0
Power and IR drop assume default switching activity.
